**./config.mk**
```make
export PLATFORM = sky130hd
export DESIGN_NAME = PE_new
export DESIGN_NICKNAME = PE_new
export VERILOG_FILES = /design/flow/design.v
export SDC_FILE = /design/flow/constraint.sdc
export NUM_CORES = 4
export LEC_CHECK = 1
export CORE_UTILIZATION = 50
```
**./constraint.sdc**
```tcl
current_design PE_new

set clk_period 23.6
set clk_io_pct 0.2

create_clock -name clk0 -period $clk_period [get_ports {clk}]

set non_clock_inputs [all_inputs -no_clocks]
set_input_delay [expr $clk_period * $clk_io_pct] -clock clk0 $non_clock_inputs
set_output_delay [expr $clk_period * $clk_io_pct] -clock clk0 [all_outputs]
```
**./design.v**
```verilog
module PE_new#(
    parameter d_width = 32,
    parameter a_width = 8
)
(
    input clk, rst_n,
    input [3:0] kernel_size,
    input [3:0] iact_size,
    input [d_width - 1 : 0] weight, 
    input [d_width - 1 : 0] iact,
    output reg load_iact, load_weight,
    output [d_width - 1 : 0] psum0, psum1, psum2,
    output [d_width - 1 : 0] weight0, weight1, weight2, iact0, iact1, iact2, iact3, iact4
);
    reg [d_width - 1 : 0] buffer_weight [0 : 4];
    reg [d_width - 1 : 0] buffer_iact [0 : 5];
    reg [d_width - 1 : 0] buffer_out [0 : 2];
    reg [3:0] cnt_weight, cnt_iact;
    reg [3:0] cnt_kernel_size, cnt_iact_size;
    reg [3:0] index_out;
    always @(posedge clk, negedge rst_n) begin
    if (~rst_n) begin
        cnt_iact <= 0;
        load_iact <= 0;
    end 
    else begin
        if (cnt_iact < iact_size) begin
            buffer_iact[cnt_iact] <= iact;   
            cnt_iact <= cnt_iact + 1;
        end
		  else begin
				load_iact <= 1;
		  end
    end 
end
    always @(posedge clk, negedge rst_n) begin
        if (rst_n == 0) begin
            cnt_weight <= 0;
            load_weight <= 0;
        end 
        else if (cnt_weight < kernel_size) begin
            buffer_weight[cnt_weight] <= weight;
            cnt_weight <= cnt_weight + 1;
        end 
        else begin
            load_weight <= 1;
        end
    end
    always @(posedge clk or negedge rst_n) begin
        if (rst_n == 0) begin
            buffer_out[0] <= 0;
            buffer_out[1] <= 0;
            buffer_out[2] <= 0;
            cnt_kernel_size <= 0;
            cnt_iact_size <= 0;
            index_out <= 0;
        end 
        else if (load_iact && load_weight) begin
            if (cnt_kernel_size < kernel_size) begin
                buffer_out[index_out] <= buffer_out[index_out] + buffer_iact[cnt_iact_size] * buffer_weight[cnt_kernel_size];
                cnt_kernel_size <= cnt_kernel_size + 1;
                cnt_iact_size <= cnt_iact_size + 1;
            end 
            else begin
                if (index_out < (iact_size - kernel_size + 1)) begin
                    index_out <= index_out + 1;
                    cnt_kernel_size <= 0;
                    cnt_iact_size <= index_out + 1;
                end
            end
        end
    end
    assign weight0 = buffer_weight[0];
    assign weight1 = buffer_weight[1];
    assign weight2 = buffer_weight[2];
    assign iact0 = buffer_iact[0];
    assign iact1 = buffer_iact[1];
    assign iact2 = buffer_iact[2];
    assign iact3 = buffer_iact[3];
    assign iact4 = buffer_iact[4];
    assign psum0 = buffer_out[0];
    assign psum1 = buffer_out[1];
    assign psum2 = buffer_out[2];
endmodule
```
**./run.sh**
```bash
#!/bin/bash
# OpenROAD 26Q1-2900-gdf79404cd8, Yosys 0.63+post, stock flow scripts
make -C /OpenROAD-flow-scripts/flow DESIGN_CONFIG=/design/flow/config.mk WORK_HOME=/design/flow/orfs finish
```
==> flow_metrics.py <==
# Generated from Yosys and OpenROAD reports
metrics = {
    "status": {
        "outcome": "completed",
    },
    "synthesis": {
        "ys_top_cells_by_area": "edfxtp_1 (30%), fa_1 (25%), dfrtp_1 (8.2%)",
        "edf_count": 352,
        "syn_area_um2": 35600,
        "synth-simple-area-share_pct": 9.560,
        "synthTopLogicFamily": "adder cells",
        "ff_type": "edfxtp_1",
        "yosysSeqAreaShare_pct": 37.92,
        "synth_largest_type_area_fraction_pct": 29.69,
        "ys.warnings.count": 4,
        "synthXorXnorAreaFrac_pct": 2.552,
        "synth.avg_cell_area_um2": 11.46,
        "yosysUniqueCellTypes": 77,
        "fa_ha_area_share_pct": 30.49,
        "synthCells": 3107,
        "ys_sh_aoi_pct": 7.852,
        "synth_flops": 469,
        "mux_share_pct": 4.190,
        "top_cell": "inv_1",
        "common_cells": "inv_1 (532), fa_1 (439), nor2_1 (358)",
        "top_area_cell": "edfxtp_1",
        "ys_chip_area_um2": 35600,
        "async_flop_share_pct": 24.95,
        "yosys_cells": 3107,
    },
    "clocking": {
        "cts_resized": 0,
        "clk_path_buf_depth": 3,
        "cts_buffers": 51,
        "htree_levels": 2,
        "clk_pin_slew_ns": 0.07,
        "cts_tree": "done",
        "cts-hold-fix-buffers": 0,
        "cts_root_buffer": "clkbuf_16",
        "clock_sinks": 469,
        "cts_setup_buffers": 0,
        "clkLatencyLatePin_ns": 0.64,
    },
    "drt": {
        "diodes": 0,
        "routed_wl_um": 117700,
        "ant_nets": 0,
        "drt_iter0_drc": 1569,
        "vias_per_cell": 5.588,
        "drc": 0,
        "firstDrtPassIters": 6,
        "wire_per_inst_um": 26.01,
        "via_count": 25290,
    },
    "worst_hold_path": {
        "worstHoldStart": "cnt_iact[3]",
        "min_to": "cnt_iact[3]",
        "min_path_type": "flip-flop to flip-flop",
        "whs_path_depth": 1,
    },
    "timing": {
        "finalCritPeriodShare_pct": 43.79,
        "tns_ns": 0,
        "tightest_slew_ns": 0.9343,
        "rsz0062_at_grt": "false",
        "maxSlewHeadroom_pct": 37.05,
        "timing.final.max_slew_violations": 0,
        "finalSetupViolCount": 0,
        "clock_skew_ns": 0.04612,
        "fin_crit_ns": 10.33,
        "hold_viol_final": 0,
        "max_freq_mhz": 96.77,
    },
    "setup_path": {
        "slowest_stage": "inv_1",
        "arrival_ns": 10.79,
        "worstPathRequired_ns": 24.05,
        "r2r-end": "buffer_out[2][31]",
        "regToRegStartpoint": "cnt_iact_size[2]",
        "r2r_cells": 36,
        "crit_fanout": 45,
        "worstSetupStartpointType": "flip-flop",
        "r2r_setup_slack_ns": 13.27,
        "critical-path-top-delay-family": "adder cells",
        "endpoint_kind": "flip-flop",
        "cp.buffers_inverters": 10,
        "criticalPathCategory": "flip-flop to flip-flop",
        "cpPeakStageDelay_ns": 0.60,
    },
    "die": {
        "fp_util_pct": 50.66,
        "die_h_um": 268.8,
        "die_x_um": 268.8,
        "chipArea_um2": 72270,
        "ios": 428,
        "coreArea_um2": 70270,
        "core.rowCount": 97,
    },
    "global_route": {
        "grt_pass1_vias": 26960,
        "grt_first_pass_wirelength_um": 172900,
        "grt_use_total_pct": 36.27,
        "gr-total-overflow": 0,
        "antenna_found_initial": 3,
        "grt_max_degree": 56,
    },
    "place": {
        "numPortBuffers": 427,
        "gp_congestion": 0.9963,
        "dp_hpwl_um": 88170,
    },
    "final_layout": {
        "fillers": 5479,
        "area_growth_pct": 20.38,
        "drive_gt1_share_pct": 9.596,
    },
    "run": {
        "warning_count": 40,
        "maxCapViolCount": 0,
    },
}
through the flow:
step	cells	hold WS (ns)	setup WS [ns]	area (um^2)	util, %
2_1_floorplan	3107	0.4495	14.48	35600	-
3_3_place_gp	4432	0.4701	13.44	41170	58.58
3_5_place_dp	4432	0.4735	13.38	41170	58.58
4_1_cts	4525	0.4834	13.33	42850	60.99
5_1_grt	4525	0.5031	12.71	42850	60.99
6_report	4525	0.4796	13.27	42850	60.99
worst max path at each step:
stage                start                end  slack, ns  depth (start not counted)
4_1_cts   cnt_iact_size[2]  buffer_out[2][31]      13.33                         36
5_1_grt   cnt_iact_size[1]  buffer_out[2][31]      12.71                         35
6_report  cnt_iact_size[2]  buffer_out[2][31]      13.27                         36
cell families after synthesis:
| logic type | Yosys count |
|---|---|
| and+or+nand+nor | 755 |
| muxes | 136 |
| adders and majority gates | 604 |
| AOI/OAI and AO/OA | 377 |
| xor gates and xnor gates | 98 |
| DFF | 469 |
| buffers and inverters | 668 |
per-layer routing:
layer,track usage [%],wire length [um],vias up
met5,0.4730,26,-
met4,9.137,3867,4
met3,16.23,13200,207
met2,56.73,59070,1174
met1,48.99,41550,12860
li1,-,-,11040
final cells by class:
cell class | count | area, um^2 | share of cell area, %
Clock inverter | 30 | 314.1 | 0.7328
Sequential cell | 469 | 13500 | 31.50
Timing Repair Buffer | 521 | 4977 | 11.61
Inverter | 532 | 1997 | 4.660
Multi-Input combinational cell | 1970 | 19520 | 45.55
Tap cell | 940 | 1176 | 2.744
Clock buffer | 63 | 1374 | 3.206
cell usage in the layout, fill, tap and decap left out, types with 7 or more instances in the layout:
cell type          n
clkdlybuf4s50_1  426
fa_1             439
or2_2             26
a22oi_1           74
and2_1            17
a32o_1            19
o21ai_0           42
nand2_1          206
clkinv_1          10
nand2b_1          55
clkinv_2          10
a22o_1            16
dfrtp_1          117
nand3b_1          18
a21o_1            27
a222oi_1          21
mux2_2           101
nor2_1           356
buf_4             95
xor2_1            20
clkbuf_1           9
ha_1             163
o211ai_1           7
edfxtp_1         352
o2111ai_1          9
clkbuf_16         53
mux2i_1           29
a31oi_1           13
a21oi_1           67
nor2b_1           11
inv_1            532
xnor2_1           73
a211o_1           20
nand3_1           15
and3b_1           19
flip-flops by register name, summed over array words and instances, names as in the netlist:
name	cells
buffer_iact	192
buffer_weight	160
buffer_out	96
cnt_iact	4
cnt_kernel_size	4
cnt_weight	4
index_out	4
cnt_iact_size	3
load_iact	1
load_weight	1
