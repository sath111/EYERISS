==> flow/design.v <==
module SPad#(
    parameter d_width = 32,
    parameter a_width = 8
)
(
    input clk, rst_n, 
    input wen, ren,
    input [a_width -1 : 0] w_addr,
    input [d_width -1 : 0] w_data,
    input [a_width -1 : 0] r_addr,
    output reg [d_width - 1: 0] r_data 
);
    integer i;
    reg [d_width -1 : 0] mem [0:256];
    always @(posedge clk, negedge rst_n) begin
        if(~rst_n) begin
            for(i = 0; i < 256; i = i + 1) begin
                mem[i] <= 32'd0;
            end
        end
        else 
            if(wen) begin
                mem[w_addr] <= w_data;
            end
    end
    always @(posedge clk) begin
        if (ren) begin
            r_data <= mem[r_addr];  
        end
    end
endmodule
module PE#(
    parameter d_width = 32,
    parameter a_width = 8,
    parameter iact_size =  5,
    parameter kernel_size = 3
)
(
    input start,
    input clk, rst_n,
    input [d_width -1 : 0] weight,
    input [d_width -1 : 0] iact,
    output reg load_weight,
    output reg load_iact,
    output reg done,
    output reg [d_width -1 : 0] pe_out
);
    reg [2:0] state, next_state;
    parameter S0 = 3'd0;
    parameter S1 = 3'd1;
    parameter S2 = 3'd2;
    parameter S3 = 3'd3;
    parameter S4 = 3'd4;
    reg [d_width -1 : 0] buffer_iact [0:4];
    reg [d_width -1 : 0] buffer_weight[0:4];
    reg [d_width -1 : 0] buffer_out[0:2];
    reg [2:0] cnt_load_iact, cnt_load_weight;
    reg [2:0] cnt_com_iact, cnt_com_weight, index_out;
    integer i;
    always@(posedge clk, negedge rst_n) begin
        if(!rst_n) begin
            state <= S0;
            cnt_com_iact <= 0;
            cnt_com_weight <= 0;
            cnt_load_iact <= 0;
            cnt_load_weight <= 0;
            index_out <= 0;
            load_iact <= 0;
            load_weight <= 0;
            done <= 0;
            pe_out <= 0;
            for (i = 0; i < 3; i = i + 1) begin
              buffer_out[i] <= 0;
            end
        end
        else begin
            case(state) 
                S0: begin 
                    done <= 0;
                    if(start) state <= S1;
                    else begin
                        state <= S0;
                        cnt_com_iact <= 0;
                        cnt_com_weight <= 0;
                        cnt_load_iact <= 0;
                        cnt_load_weight <= 0;
                        index_out <= 0;
                        load_iact <= 0;
                        load_weight <= 0;
                        done <= 0;
                        pe_out <= 0;
                        for (i = 0; i < 3; i = i + 1) begin
                            buffer_out[i] <= 0;
                        end
                    end
                end
                S1: begin
                    if(cnt_load_iact < iact_size) begin
                        buffer_iact[cnt_load_iact] <= iact;
                        cnt_load_iact <= cnt_load_iact + 1;
                        state <= S1;
                    end
                    else begin
                        state <= S2;
                        load_iact <= 1;
                        cnt_load_iact <= 0;
                    end
                end
                S2: begin
                    if(cnt_load_weight < kernel_size) begin
                        buffer_weight[cnt_load_weight] <= weight;
                        cnt_load_weight <= cnt_load_weight + 1;
                        state <= S2;
                    end
                    else begin
                        state <= S3;
                        load_weight <= 1;
                        cnt_load_weight <= 0;
                    end
                end
                S3: begin
                    if(cnt_com_weight < kernel_size) begin
                        buffer_out[index_out] <= buffer_out[index_out] + buffer_iact[cnt_com_iact] * buffer_weight[cnt_com_weight];                        
                        cnt_com_iact <= cnt_com_iact + 1;
                        cnt_com_weight <= cnt_com_weight +1;
                        state <= S3;
                        done <= 0;
                    end
                    else begin
                        if(index_out < (iact_size - kernel_size + 1)) begin
                            index_out <= index_out + 1;
                            cnt_com_weight <= 0;
                            cnt_com_iact <= index_out + 1;
                            done <= 1;
                            pe_out <= buffer_out[index_out];
                            state <= S3;
                        end
                        else begin
                            cnt_com_iact <= 0;
                            cnt_com_weight <= 0;
                            index_out <= 0;
                            state <= S4;
                        end
                    end
                end
                S4: begin 
                    state <= S0;
                end
                default: state <= S0;
            endcase
        end
    end
endmodule
==> flow/run.sh <==
#!/bin/bash
# OpenROAD 26Q1-2900-gdf79404cd8, Yosys 0.63+post, stock flow scripts
make -C /OpenROAD-flow-scripts/flow DESIGN_CONFIG=/design/flow/config.mk WORK_HOME=/design/flow/orfs finish
==> flow/config.mk <==
export PLATFORM = sky130hd
export DESIGN_NAME = SPad
export DESIGN_NICKNAME = SPad
export VERILOG_FILES = /design/flow/design.v
export SDC_FILE = /design/flow/constraint.sdc
export NUM_CORES = 4
export LEC_CHECK = 1
export CORE_UTILIZATION = 40
export SYNTH_HDL_FRONTEND = slang
==> flow/constraint.sdc <==
current_design SPad

set clk_period 3.9
set clk_io_pct 0.2

create_clock -name clk0 -period $clk_period [get_ports {clk}]

set non_clock_inputs [all_inputs -no_clocks]
set_input_delay [expr $clk_period * $clk_io_pct] -clock clk0 $non_clock_inputs
set_output_delay [expr $clk_period * $clk_io_pct] -clock clk0 [all_outputs]
==> results.txt <==
status: finished, violations left
failing checks: negative setup slack
crit path launch type: input port
GPL Wtd Cong: 1.027
pwr dens: 442.1 nW/um2
initial core utilization: 40.13%
Hold Crit Start: w_data[27]
Critical Path, Cell by Cell: buf_2 -> buf_4 -> buf_4 -> nor2_2 -> nand3_2 -> buf_12 -> buf_12 -> o22ai_1 -> nor4_2 -> buf_4 -> nand2_1 -> or4_1 -> buf_4 -> nor3_1
min cycle time layout: 4026 ps
design area: 435100 um2
final setup fails: 3
Worst Setup End Kind: flop
Critical Path Most Common Cell: buf_4
Worst Clk Skew: 133.9 ps
Top Metal Used: met5
Final Hold Fails: 0
Async SR Flop Fraction: 99.61%
synthesized cell area: 372700 um2
Die Span X: 967.3 um
DR vias: 224800
share of power burned in registers: 47.6%
routed wl met2: 536200 um
Gate Area: 157400 um2
RSZ-0062 raised after global routing: false
WL met3: 166400 um
Synth cell types: 73
Cell Rows: 354
Seq share, synth: 55.26%
Routed WL per cell: 32.53 um
# port buffers: 83
Area Overhead vs Synth: 16.73%
clock group share of total power: 43.4%
DR vias/cell: 5.865
kind of critical path: input port to flop
GRT Residual Overflow: 0
register area: 206000 um2
vias in the first global route: 238300
Gate power share: 9.1%
Max Buffers Root-to-Sink: 5
I/O pin total: 84
fin cells: 38340
Yosys Chip Area: 372700 um2
Core Util, Final: 46.84%
Worst Path Arrival: 5010 ps
Register-to-Register Path Depth: 11
Total GRT Usage: 28.24%
clk latency late pin: 1180 ps
CTS tree: built
Max VDD drop: 0.3920 mV
Metal-1 WL: 475000 um
chip height: 967.3 um
Hold Path Sink: mem[699]
Max Fclk: 248.4 MHz
main flop type: dfrtp_1
die area: 935600 um2
Reg-to-Reg Start: mem[4768]
critical path required time: 4880 ps
Clock transition at path regs: 60 ps
initial antenna violation count: 69
setup bufs post-CTS: 0
Tcrit/Tclk final: 103.2%
Place WS: -1439 ps
switching fraction of total power: 24.35%
CTS buffer count: 886
Final Max Tran Viols: 0
Sw Pwr: 0.04684 W
placed insts: 36690
DP Area: 406100 um2
Synthesis Warnings: 0
antenna viol nets, final: 0
hold path depth: 2
setup ws final: -126.1 ps
Post-Syn Instances: 24530
CP max FO: 13
Iter 0 DRT Violations: 13590
Critical-path top delay cell: nor4_2
flip-flops with a built-in enable: 32
CTS root buffer: clkbuf_16
yosys stat cell total: 24530
worst-margin pin slew: 1426 ps
drt pass-1 iters: 6
htree depth: 6
FF-to-FF End: r_data[0]
P_leak: 207.6 nW
Max-Cap Viols: 0
share of layout cells above drive strength 1: 52.77%
DP HPWL: 824200 um
Int Pwr: 0.1455 W
Tightest Hold Check Type: input port to flop
Core Box Area: 928800 um2
DRC viols: 0
FF+latch count, synth: 8224
CTS Sinks: 8224
Max-Slew Margin vs Limit: 4.151%
largest net degree at the start of global routing: 125
drt total wl: 1247000 um
flop2flop setup slack: 130 ps
global-route wire length before repair: 1803000 um
Mean Syn Cell Area: 15.20 um2
crit-path max cell delay: 1200 ps
tool warnings: 116
Fill cells: 78080
==> final cells by class <==
class / instances / share of cell area [%]
Inverter: 3 / 0.006040
Sequential cell: 8224 / 47.34
Timing Repair Buffer: 2411 / 6.332
Multi-Input combinational cell: 13770 / 36.18
Antenna cell: 82 / 0.04717
Clock buffer: 1389 / 6.141
Tap cell: 12280 / 3.532
Clock inverter: 178 / 0.4196
==> metal layers <==
layer	vias up	GRT usage [%]
met1	121500	37.61
met3	2303	16.28
met4	48	11.65
met5	-	1.130
li1	93340	-
met2	7645	38.89
==> per-stage QoR <==
stage	total power, W	hold slack (ps)	setup TNS [ps]
global placement	0.1099	467.6	-41240
global route	0.1986	156.3	0
detailed placement	0.1104	475.4	-34820
CTS	0.1938	123.1	0
floorplan	0.1014	458.7	0
finish	0.1924	164.9	-198.5
==> synth_stat cells, types with 19 or more instances <==
master	instances	share of area (%)
a211oi_1	70	0.14
a21oi_1	253	0.34
a221oi_1	79	0.19
a22oi_1	361	0.73
a311oi_1	19	0.045
a31oi_1	19	0.032
and2_1	27	0.045
buf_1	337	0.34
buf_12	21	0.11
buf_2	218	0.29
buf_4	53	0.11
buf_6	105	0.32
buf_8	44	0.18
clkbuf_1	1753	1.8
dfrtp_1	8192	55
edfxtp_1	32	0.26
mux2_1	52	0.16
mux2_2	8149	25
mux2i_1	1184	3.2
mux4_2	1483	9.0
nand2_1	412	0.41
nand3_1	99	0.13
nand4_1	23	0.039
nor2_1	309	0.31
nor3_1	221	0.30
nor4_1	120	0.20
o211ai_1	56	0.11
o21ai_0	82	0.11
o221ai_1	288	0.68
o22ai_1	245	0.41
or4_1	34	0.068
==> sequential cells by signal (all words and copies together), names as in the netlist <==
signal,count
r_data,32
mem,8192
==> power groups by stage <==
| stage | Sequential (W) | Combinational [W] | Clock (W) |
|---|---|---|---|
| 6_report | 0.0915 | 0.0175 | 0.0834 |
| 5_1_grt | 0.0919 | 0.0186 | 0.0880 |
| 4_1_cts | 0.0915 | 0.0175 | 0.0849 |
==> worst max-delay path, delay by kind of cell <==
kind            cells  cell delay (ps)
compound gates      1              110
simple gates        6             2420
buf+inv             7             1650
==> timing repair <==
| action | in CTS | in global routing |
|---|---|---|
| hold buffers | 1 | 0 |
| pin swaps | 2 | 8 |
| gates resized | 8 | 14 |
| endpoints found under the hold margin | 145 | 0 |
| endpoints found under the setup margin | 14 | 12 |
==> cell usage in the layout (no fill, tap or decap), types with 67 or more instances in the layout <==
master and n:
clkinv_2 123, mux2i_1 1184, clkbuf_1 251, clkbuf_8 240, mux2_2 8149, a221oi_1 79
o221ai_1 287, a211oi_1 67, nand2_2 93, a22oi_1 361, mux4_2 1483, clkbuf_16 898
o22ai_1 243, nor2_1 140, nand3_1 93, o21ai_0 75, nor3_1 202, buf_4 1599
nor4_1 76, dfrtp_1 8192, a21oi_1 251, buf_12 718, diode_2 82, nand2_1 313
nor2_4 165
==> worst max-delay path by stage <==
stage / startpoint / end / cells after the start
4_1_cts: r_addr[6] / r_data[27] / 15
5_1_grt: r_addr[6] / r_data[11] / 16
6_report: r_addr[5] / r_data[23] / 14
==> kinds of logic (layout without fill, tap and decap cells) <==
logic type             after synthesis  after routing  share of synthesized area (%)
other                                0             82                              0
buffers and inverters             2534           3981                          3.115
AND/OR/NAND/NOR                   1322           1322                          1.658
flip-flops                        8224           8224                          55.26
AND-OR/OR-AND                     1579           1579                          3.042
multiplexers                     10870          10870                          36.93
Power and IR drop assume default switching activity.
